### flow/config.mk
export PLATFORM = sky130hd
export DESIGN_NAME = Giaima7Thanh
export DESIGN_NICKNAME = Giaima7Thanh
export VERILOG_FILES = /design/flow/design.v
export SDC_FILE = /design/flow/constraint.sdc
export NUM_CORES = 4
export LEC_CHECK = 1
export CORE_AREA = 10 10 70 70
export DIE_AREA = 0 0 80 80
### flow/constraint.sdc
current_design Giaima7Thanh

set clk_period 1.8
set clk_io_pct 0.2

create_clock -name clk0 -period $clk_period

set non_clock_inputs [all_inputs -no_clocks]
set_input_delay [expr $clk_period * $clk_io_pct] -clock clk0 $non_clock_inputs
set_output_delay [expr $clk_period * $clk_io_pct] -clock clk0 [all_outputs]
### flow/design.v
module Giaima7Thanh (bin, seg);
input [3:0] bin;
output [6:0] seg;
assign seg = (bin == 4'b0000) ? 7'b0000001: 
				 (bin == 4'b0001) ? 7'b1001111: 
				 (bin == 4'b0010) ? 7'b0010010: 
				 (bin == 4'b0011) ? 7'b0000110: 
				 (bin == 4'b0100) ? 7'b1001100: 
				 (bin == 4'b0101) ? 7'b0100100: 
				 (bin == 4'b0110) ? 7'b0100000: 
				 (bin == 4'b0111) ? 7'b0001111: 
				 (bin == 4'b1000) ? 7'b0000000: 
				 (bin == 4'b1001) ? 7'b0000100: 7'b1111111; 
endmodule
### flow/run.sh
#!/bin/bash
# OpenROAD 26Q1-2900-gdf79404cd8, Yosys 0.63+post, stock flow scripts
make -C /OpenROAD-flow-scripts/flow DESIGN_CONFIG=/design/flow/config.mk WORK_HOME=/design/flow/orfs finish
==> job_summary.md <==
### Flow metrics

| Metric | Value |
|---|---|
| WL per Instance | `8.10 um` |
| Share of the yosys chip area belonging to registers | `0%` |
| Top logic family | `AND-OR/OR-AND gates` |
| Final HPWL DP | `647 um` |
| Post-CTS Setup Bufs | `0` |
| OpenROAD warnings | `32` |
| DR vias/cell | `2.82` |
| Total iterations of the first detailed-routing run | `4` |
| Worst slew pin tran | `0.217 ns` |
| WS Path Type | `in -> out` |
| Post-route antenna net violation count | `0` |
| Top-area cell share | `11.1%` |
| Worst-path maximum fanout | `5` |
| Met2 GRT Util | `3.53%` |
| Final period util | `95.3%` |
| Synth Cell Area | `180 um^2` |
| Synth area leaders | `o21ba_2 11%, o21ai_0 8.3%, or4b_4 7.6%` |
| Clk_buf instances | `0` |
| Post-synth top area cell | `o21ba_2` |
| Worst path required time | `1.44 ns` |
| IO Port Bufs | `11` |
| Final non-filler cell total | `89` |
| Pwr/cell area | `201 nW/um^2` |
| Met3 Track Usage GR | `1.02%` |
| Vias in the first global route | `245` |
| Fp util | `5.27%` |
| Slew headroom | `85.4%` |
| Max-Cap Viols | `0` |
| Total GRT Usage | `2.15%` |
| Largest net degree at the start of global routing | `9` |
| Ao+oa area frac | `52.8%` |
| Ys cells | `27` |
| Num rows | `21` |
| Worst hold slack | `1.20 ns` |
| Most common cell on crit path | `buf_4` |
| Crit start category | `input port` |
| Most numerous cell in the Yosys netlist | `o21ai_0` |
| Area post-placement | `394 um^2` |
| Final Hold Violation Tally | `0` |
| Core box area | `3420 um^2` |
| Final setup viols | `0` |
| Flops | `0` |
| Drt total wl | `721 um` |
| Syn Inst Count | `27` |
| Synthesis area per yosys | `180 um^2` |
| Chip width | `80 um` |
| # IOs | `11` |
| Die area | `6400 um^2` |
| Hold-fix buffers at CTS | `0` |
| Slew Viols, Final | `0` |
| Antenna fix cells | `0` |
| Placed Cells | `89` |
| Number of DRC markers in iteration 0 | `21` |
| # fillers | `407` |
| Crit path buffers/inverters | `4` |
| Seq. cell area | `0 um^2` |
| Max incr delay on CP | `0.41 ns` |
| Mux cell area share | `0%` |
| Yosys adder share | `0%` |
| Synthesized area per cell | `6.67 um^2` |
| GPL Wtd Cong | `0.670` |
| DRC viols | `0` |
| Fmax | `583 MHz` |
| Die height | `80 um` |
| Syn. warnings | `0` |
| Final Critical Period | `1.72 ns` |
| Unrepaired setup endpoints after global routing | `no` |
| Met1 usage in global routing | `2.64%` |
| Crit path DAT | `1.36 ns` |
| Lkg Pwr | `0.000158 uW` |
| Overflow after GRT | `0` |
| Total negative slack | `0 ns` |
| Simple share | `31.3%` |
| First-pass GRT wire length | `1.17 mm` |
| XORs/XNORs by Area | `0%` |
| Design area | `383 um^2` |
| Proportion of layout cells with a drive suffix above 1 | `44.2%` |
| Delay-heaviest family, CP | `buffers and inverters` |
| Cell Type Count | `20` |
| Area growth syn-to-layout | `112%` |
| Worst path cell trace | `buf_2 > buf_4 > buf_4 > nor2_2 > o21ai_1 > clkdlybuf4s50_1` |
| Max VDD drop | `27.5 uV` |
| DR vias | `251` |
| Critical Path Slowest Stage Cell | `clkdlybuf4s50_1` |
| Hold Path Class | `in -> out` |
| Status | `finished clean` |
| Initial antenna violation count | `0` |
| CP Capture Type | `primary output` |
| Grt peak-use layer | `met2` |
-- power by group --
part	switching [uW]	leakage [uW]	internal, uW
Sequential	0	0	0
Combinational	29.1	0.000158	47.8
Clock	0	0	0
Total	29.1	0.000158	47.8
-- cell usage in the layout, fill, tap and decap left out, drive strengths merged, types with 2 or more instances in the layout --
cell type,netlist,final
buf,3,13
dlygate4sd2,0,5
o21ai,3,3
inv,2,2
o21ba,2,2
clkdlybuf4s50,0,2
nor2,2,2
o211ai,2,2
nand3,2,2
-- path summary, 6_finish.rpt --
kind / start / end / slack [ns] / depth (start not counted)
setup / recovery: bin[2] / seg[2] / 0.08 / 6
hold / removal: bin[3] / seg[5] / 1.20 / 3
-- routing by layer --
metal  up-vias  wire (um)
met4         0          0
li1        133          -
met5         -          0
met2         7        320
met1       111        301
met3         0         99
-- layout make-up --
class / instances / area, um^2 / area share [%]
repair buffers: 20 / 159 / 41.5
well taps: 46 / 57.6 / 15.0
inverters: 2 / 7.51 / 1.96
multi-input cells: 21 / 159 / 41.5
-- timing repair --
item                                    CTS  global route
resized                                  24             2
cloned                                    0             0
pin swaps                                 3             0
endpoints found under the setup margin    7             1
-- metrics by stage --
step / total power, uW / util [%] / setup WS, ns
4_1_cts: 78.5 / 11.1 / 0.00473
2_1_floorplan: 31.3 / - / 0.447
3_5_place_dp: 87.1 / 11.5 / -0.521
5_1_grt: 86.8 / 11.2 / 0.0309
6_report: 76.9 / 11.2 / 0.0842
3_3_place_gp: 85.6 / 11.5 / -0.509
-- kinds of logic after synthesis --
kind of cell | after synthesis
buffers and inverters | 6
AND/OR/NAND/NOR | 9
AND-OR/OR-AND | 12
-- tightest hold or removal path, cell delays in order --
cell and delay [ns]:
buf_2 0.12, o2bb2a_1 0.14, dlygate4sd2_1 0.21
Power and IR drop assume default switching activity.
