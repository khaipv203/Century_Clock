==> flow/design.v <==
module bin2bcd(
   input [11:0] bin,
   output reg [15:0] bcd
   );
integer i;
always @(bin) begin
    bcd=0;		 	
    for (i=0;i<12;i=i+1) begin					 
        if (bcd[3:0] >= 5) bcd[3:0] = bcd[3:0] + 4'b0011;		 
	    if (bcd[7:4] >= 5) bcd[7:4] = bcd[7:4] + 4'b0011;
	    if (bcd[11:8] >= 5) bcd[11:8] = bcd[11:8] + 4'b0011;
	    if (bcd[15:12] >= 5) bcd[15:12] = bcd[15:12] + 4'b0011;
	    bcd = {bcd[14:0],bin[11-i]};				 
    end
end
endmodule
==> flow/run.sh <==
#!/bin/bash
# OpenROAD 26Q1-2900-gdf79404cd8, Yosys 0.63+post, stock flow scripts
make -C /OpenROAD-flow-scripts/flow DESIGN_CONFIG=/design/flow/config.mk WORK_HOME=/design/flow/orfs finish
==> flow/config.mk <==
export PLATFORM = sky130hd
export DESIGN_NAME = bin2bcd
export DESIGN_NICKNAME = bin2bcd
export VERILOG_FILES = /design/flow/design.v
export SDC_FILE = /design/flow/constraint.sdc
export NUM_CORES = 4
export LEC_CHECK = 1
export CORE_AREA = 10 10 85 85
export DIE_AREA = 0 0 95 95
==> flow/constraint.sdc <==
current_design bin2bcd

set clk_period 17.3
set clk_io_pct 0.2

create_clock -name clk0 -period $clk_period

set non_clock_inputs [all_inputs -no_clocks]
set_input_delay [expr $clk_period * $clk_io_pct] -clock clk0 $non_clock_inputs
set_output_delay [expr $clk_period * $clk_io_pct] -clock clk0 [all_outputs]
==> flow report <==
CLOCKING
--------------------------------------------------------------------------------
Setup Buffers After CTS                                                        0
# resized after CTS                                                            0
Count of hold-fix buffers inserted at cts                                      0

FLOORPLANNING
--------------------------------------------------------------------------------
Rows                                                                          27
Die height                                                            95 microns
Top-level I/O count                                                           28
Die Area                                                            0.00903 sq mm
Floorplan-stage core utilization                                           0.535
Die X-Extent                                                          95 microns
Core Region                                                         0.00547 sq mm

WORST SETUP PATH
--------------------------------------------------------------------------------
Critical path endpoint category                                       output pin
Highest-delay cell along the critical path                          sky130_fd_sc_hd__clkdlybuf4s50_1
CP Data Arrival Time                                                    12820 ps
Biggest cell delay along the critical path                                470 ps
Cell occurring most often along the worst timing path               sky130_fd_sc_hd__ha_1
Crit path max fanout                                                           7
Kind of critical path                                               input port to output pin
Startpoint type of the worst setup path                               input port
Required time worst endpoint                                            13840 ps

POWER AND IR DROP
--------------------------------------------------------------------------------
Power density over the cells                                         215 mW/mm^2
Static Leakage                                                           1.24 nW
Largest vdd supply drop                                               0.000230 V
Power after layout                                                      0.684 mW

RUN STATUS
--------------------------------------------------------------------------------
Outcome                                                             complete, no violations

DRT
--------------------------------------------------------------------------------
Violation tally from detailed-route iteration zero                           218
Wirelength, routed                                                  7520 microns
Average wire per cell in the routed design                          14.5 microns
Number of diodes                                                               0
DRT Pass-1 Iters                                                               5
Routed via count                                                            3293
Post-detailed-route DRC marker count                                           0
Via count normalized by instance count                                      6.34
Antenna Violating Nets Remaining                                               0

PLACEMENT
--------------------------------------------------------------------------------
Routability Congestion                                                     0.953
Sum of net half-perimeters after detailed placement                 5770 microns
Count of input and output buffers                                             25

GLOBAL ROUTE
--------------------------------------------------------------------------------
Global-route usage over all layers                                         0.163
Maximum number of pins on one net before global-route repair                  22
Remaining global-route overflow                                                0
Via count of the first global-routing pass                                  2802
Antenna violations before repair                                               0
Global-route wire length before repair                              12900 microns

LOGIC SYNTHESIS
--------------------------------------------------------------------------------
Most frequently used cell type in the post-synthesis netlist        sky130_fd_sc_hd__nand2_1
Area reported by Yosys stat                                         0.00293 sq mm
Cell count in the Yosys report                                               439
Biggest area contributors in the synthesized netlist                sky130_fd_sc_hd__ha_1, sky130_fd_sc_hd__nand2_1, sky130_fd_sc_hd__a21oi_1, sky130_fd_sc_hd__nor2_1, sky130_fd_sc_hd__o21ai_0
Largest type area fraction                                                0.0726
Average size of a mapped cell                                         6.67 sq um
Number of warning messages in the yosys log                                    1
Synth cell count leaders                                            sky130_fd_sc_hd__nand2_1, sky130_fd_sc_hd__nor2_1, sky130_fd_sc_hd__a21oi_1
Synthesized instance count                                                   439
Library cell with the largest summed area after synthesis           sky130_fd_sc_hd__ha_1
Post-synthesis sequential area ratio                                           0
Tally of unique sky130hd cells used after synthesis                           95
Netlist Area Pre-Place                                              0.00293 sq mm

TIMING
--------------------------------------------------------------------------------
Setup Total Neg Slack                                                       0 ps
Final setup violation count                                                    0
Period minus WS final                                                   16280 ps
Final Hold Vio Count                                                           0
Worst-margin pin slew                                                     836 ps
Final period util                                                          0.941
Upper clock frequency limit                                           0.0614 GHz
Max-slew headroom                                                          0.443
Unrepaired setup endpoints after global routing                               no
Min Hold Slack                                                           6920 ps
Final Max-Slew Violation Tally                                                 0

WORST HOLD PATH
--------------------------------------------------------------------------------
Min-delay worst type                                                input port to output pin

LAYOUT
--------------------------------------------------------------------------------
Fraction of final layout cells with drive strength greater than 1         0.0895
Sequential cell count                                                          0
Total area of sequential cells                                           0 sq um
Layout area overhead                                                       8.63%
Clkbuf count                                                                   0

RUN
--------------------------------------------------------------------------------
Max-capacitance violation count                                                0
Total tool warning count                                                      39

## area by class of cell
cell class / count / area (sq um)
Fill cell: 528 / 2290
Inverter: 31 / 116
Timing Repair Buffer: 28 / 273
Tap cell: 72 / 90.1
Multi-Input combinational cell: 388 / 2700
## worst max-delay path, delay by kind of cell
kind            cells  cell delay, ps
compound gates      6            1490
buf+inv            10            1580
fa+ha+maj          10            2180
xor+xnor            3             750
simple gates       17            3340
## cells by family after synthesis
group                      Yosys count  share of synthesized area
adders and majority gates           19                     0.0795
muxes                               11                     0.0427
AOI/OAI and AO/OA                  171                      0.440
xor gates and xnor gates            14                     0.0496
buffers and inverters               51                     0.0773
and+or+nand+nor                    172                      0.310
other                                1                    0.00128
## cell usage in the layout (no fill, tap or decap), types with 4 or more instances in the layout
cell type / synthesis / final
sky130_fd_sc_hd__a21o_1: 7 / 7
sky130_fd_sc_hd__nand2_1: 41 / 41
sky130_fd_sc_hd__or4_1: 4 / 4
sky130_fd_sc_hd__o21ai_1: 6 / 6
sky130_fd_sc_hd__a221oi_1: 5 / 5
sky130_fd_sc_hd__o32ai_1: 4 / 4
sky130_fd_sc_hd__inv_1: 25 / 25
sky130_fd_sc_hd__nor4_1: 6 / 6
sky130_fd_sc_hd__o22ai_1: 5 / 5
sky130_fd_sc_hd__o21a_1: 5 / 5
sky130_fd_sc_hd__o21ai_0: 20 / 20
sky130_fd_sc_hd__nand3_1: 18 / 18
sky130_fd_sc_hd__or2_2: 4 / 4
sky130_fd_sc_hd__nand2b_1: 7 / 7
sky130_fd_sc_hd__xor2_1: 4 / 4
sky130_fd_sc_hd__nor2_1: 37 / 37
sky130_fd_sc_hd__a21oi_2: 4 / 4
sky130_fd_sc_hd__nand4_1: 4 / 4
sky130_fd_sc_hd__xnor2_1: 8 / 8
sky130_fd_sc_hd__mux2i_1: 6 / 6
sky130_fd_sc_hd__ha_1: 17 / 17
sky130_fd_sc_hd__or3_1: 7 / 7
sky130_fd_sc_hd__o31ai_1: 9 / 9
sky130_fd_sc_hd__clkdlybuf4s50_1: 0 / 25
sky130_fd_sc_hd__nor3_1: 19 / 19
sky130_fd_sc_hd__o211ai_1: 9 / 9
sky130_fd_sc_hd__a211oi_1: 12 / 12
sky130_fd_sc_hd__a21oi_1: 30 / 30
## power breakdown
| group | switching (mW) | total, mW | internal, mW |
|---|---|---|---|
| registers | 0 | 0 | 0 |
| clock network | 0 | 0 | 0 |
| logic | 0.343 | 0.684 | 0.341 |
## stage by stage
step	instance area, sq um	setup slack (ps)	util	instances
finish	3180	1020	0.581	519
global route	3180	54.0	0.581	519
CTS	3170	915	0.580	518
detailed placement	3170	943	0.580	518
global placement	3170	1150	0.580	518
floorplan	2930	2870	-	439
## metal layers
layer,share of wire,GRT usage,up-vias,wire length [microns]
li1,-,-,1720,-
met1,0.51,0.242,1469,3810
met2,0.44,0.260,100,3290
met3,0.053,0.0120,4,395
met4,0.0028,0.00998,0,21
met5,0,0,-,0
## path summary, 6_finish.rpt
check / start / to / slack [ps] / cells past startpoint
worst min-delay path: bin[0] / bcd[0] / 6920 / 0
worst max-delay path: bin[9] / bcd[10] / 1020 / 46
Power figures rest on the tool's default switching activity, not on a simulated workload.
